$ cat config.mk
export PLATFORM = sky130hd
export DESIGN_NAME = compare
export DESIGN_NICKNAME = compare
export VERILOG_FILES = /design/flow/design.v
export SDC_FILE = /design/flow/constraint.sdc
export NUM_CORES = 4
export LEC_CHECK = 1
export CORE_AREA = 10 10 70 70
export DIE_AREA = 0 0 80 80
$ cat run.sh
#!/bin/bash
# OpenROAD 26Q1-2900-gdf79404cd8, Yosys 0.63+post, stock flow scripts
make -C /OpenROAD-flow-scripts/flow DESIGN_CONFIG=/design/flow/config.mk WORK_HOME=/design/flow/orfs finish
$ cat design.v
module compare(result,input1,s1,s2,s3);
output reg [31:0] result;
input [31:0] input1,s1,s2,s3;
always @ * begin
if (input1 == 32'b00000000000000000000000000000000)
	result = s1;
else if (input1 < 32'b00000000000000000000000000000000)	
	result = s2;
else
	result = s3;
end
endmodule
$ cat constraint.sdc
current_design compare

set clk_period 7.2
set clk_io_pct 0.2

create_clock -name clk0 -period $clk_period

set non_clock_inputs [all_inputs -no_clocks]
set_input_delay [expr $clk_period * $clk_io_pct] -clock clk0 $non_clock_inputs
set_output_delay [expr $clk_period * $clk_io_pct] -clock clk0 [all_outputs]
==> impl_metrics.toml <==
# synthesis and place-and-route metrics
[outcome]
status = "completed"

[floorplanning]
ioPinCount = 160
die-area_mm2 = 0.00640
placementRows = 21
die_w_um = 80
core_mm2 = 0.00342
fp_util_pct = 13.8
die_height_um = 80

[timing]
finalSetupViolations = 0
hold_viol_final = 0
relSlewSlack_pct = 41.4
fin_crit_sh_pct = 74.6
period_needed_ps = 5370
grt_setup_unrepaired = "no"
max_freq_ghz = 0.186
worst_slew_pin_slew_ps = 877
setup-tns-final_ps = 0
whs_ps = 3910
slew_violations = 0

[setup_path]
cpPeakStageDelay_ps = 730
crit_fanout = 32
crit_slowest_cell = "nor2_4"
crit_type = "input port to primary output"
crit_family = "simple AND/OR/NAND/NOR gates"
required_ps = 5760
cp-endpoint = "result[18]"
path_cells = "clkdlybuf4s50_1 -> nor4_1 -> nand4_1 -> nor2_4 -> mux2_2 -> clkdlybuf4s50_1"
cp.depth = 6
crit_path_start = "input1[18]"
cp-end-kind = "primary output"
cp.arrival_ps = 3930
crit_path_start_kind = "input port"
critPathMostFrequentCell = "clkdlybuf4s50_1"
cp_num_buf_inv = 2

[drt]
vias_per_cell = 4.12
vias = 895
drt_iter0_markers = 7
routed_wl_um = 4110
drtPass1Iterations = 4
wl_per_cell_um = 18.9
diodes = 0
antenna_left = 0
route.detailed.drc = 0

[hold_path]
hold_class = "input port to primary output"

[pwr]
p_total_mw = 0.0789
powerDensity_mw_per_mm2 = 44.5
combPwrFrac_pct = 100.0
p_int_mw = 0.0666
seq_power_share_pct = 0
leakage_nw = 0.619
sw_frac_of_total_pct = 15.6
ir_worst_vdd_mv = 0.0227
pwr-share-clk_pct = 0
p_sw_mw = 0.0123

[flow_run]
maxCapViolCount = 0
warning_count = 64

[layout]
fin_util_pct = 51.9
register_area_um2 = 0
clockBufferCount = 0
design.seq.count = 0
area_growth_pct = 275
num-fill-cells = 323
drive_gt1_share_pct = 18.1

[logic_synthesis]
synth_seq_share_pct = 0
top_cells_by_count = "30 x mux2_2, 8 x nor4_1, 2 x clkbuf_8, 2 x mux2_1, 2 x nand4_1"
syn_area_per_cell_um2 = 10.3
top_cell = "mux2_2"
ys_cells = 46
area_leaders = "mux2_2 71%, nor4_1 11%, clkbuf_8 5.8%, mux2_1 4.8%, nand4_1 2.6%"
top_area_share_pct = 71.4
yosysTopAreaCell = "mux2_2"
ys_types = 7
synth_area_um2 = 473
yosys-stat-area_um2 = 473
ys.warnings.count = 1
syn_inst = 46

[grt]
gr-usage-all-layers_pct = 11.9
antenna_found_initial = 0
grt_pass1_wl_um = 6070
grt.overflow.total = 0
grt_start_max_net_pins = 33
grt_pass1_vias = 1072

[clocking]
ctsHoldBuffers = 0
cts_setup_buffers = 0
cts-resized-gates = 0

[place]
place_congestion = 0.840
dp_hpwl_um = 3670
placement.io_buffers = 128
==> worst min path at each step <==
stage | cells after the start | slack, ps | end | start
global route | 3 | 3930 | result[5] | s1[5]
CTS | 3 | 3930 | result[5] | s1[5]
finish | 3 | 3910 | result[4] | s3[4]
==> kinds of logic after synthesis <==
kind of cell | count (synthesis) | synth area share (%)
mux | 32 | 76.2
simple gates | 11 | 15.6
buf+inv | 3 | 8.20
==> area by class of cell <==
class | instances | area, µm² | share of cell area (%)
timing repair buffer | 128 | 1280 | 72.3
multi-input combinational | 43 | 434 | 24.5
tap | 46 | 57.6 | 3.25
==> metrics by stage <==
| step | instances | cell area [µm²] | setup slack, ps |
|---|---|---|---|
| 6_report | 217 | 1770 | 1830 |
| 5_1_grt | 217 | 1770 | 1610 |
| 4_1_cts | 217 | 1770 | 1780 |
| 3_5_place_dp | 217 | 1770 | 1770 |
| 3_3_place_gp | 217 | 1770 | 1810 |
| 2_1_floorplan | 46 | 473 | 3220 |
==> routing by layer <==
layer / up-vias / global-route usage (%) / share of wire (%)
li1: 438 / - / -
met1: 400 / 13.4 / 38
met5: - / 0 / 0
met4: 0 / 0 / 0
met3: 0 / 5.23 / 12
met2: 57 / 21.5 / 50
==> power groups by stage <==
stage / clock (mW) / combinational [mW] / sequential [mW]
finish: 0 / 0.0789 / 0
global route: 0 / 0.0843 / 0
CTS: 0 / 0.0803 / 0
==> worst min-delay path: stages <==
cell and delay (ps):
clkdlybuf4s50_1 440, mux2_1 120, clkdlybuf4s50_1 470
==> cell usage in the layout (no fill, tap or decap) <==
master and n:
mux2_1 2, clkdlybuf4s50_1 128, nand4_1 2, nor4_1 8
mux2_2 30, nor2_4 1
Power is estimated from default activity; no workload was simulated.
