<file path="/design/flow/design.v">
module ALU(Result,carry_out_forAddO,carry_out_forSubO,input1,input2,select,select1,carry_in,instr,zero);
input [31:0] input1,input2,instr;
input [3:0] select;
input select1,zero;
input carry_in;
output carry_out_forAddO, carry_out_forSubO;
output[31:0] Result;
wire [31:0] out,out1;
wire [31:0] forAnd,forOr,forXor,forNor,forAdd,forSub;
And_32 andres(forAnd,input1,input2);
Or_32 orres(forOr,input1,input2);
Xor_32 xorres(forXor,input1,input2);
Add32 addres(forAdd,carry_out_forAddO,input1,input2,0);
Sub subres(forSub,carry_out_forSubO,input1,input2);
mux5_32bit  esds(out,select,forAnd,forOr,forXor,forAdd,forSub);
lui_32 lui(out1,instr);
mux_2_1_32bit muxx(Result,select1,out,out1);
or (temp, Result[31], Result[30], Result[29], Result[28], Result[27], Result[26], Result[25], Result[24], Result[23],
			Result[22], Result[21], Result[20], Result[19], Result[18], Result[17], Result[16], Result[15], Result[14], Result[13],
			Result[12], Result[11], Result[10], Result[9], Result[8], Result[7], Result[6], Result[5], Result[4], Result[3],
			Result[2], Result[1], Result[0]);
not (zero, temp);
endmodule
module Add(sum, carry_out, a, b, carry_in);
input a, b, carry_in;
output sum, carry_out;
wire temp_sum, first_carry_out, second_carry_out;
xor sum_of_digits(temp_sum, a, b);
and carry_of_sum(first_carry_out, a, b);
xor sum_of_digits1(sum, temp_sum, carry_in);
and carry_of_sum1(second_carry_out,  temp_sum, carry_in);
or final_carry_out(carry_out, second_carry_out, first_carry_out);
endmodule
module Add32(res, co, a, b, ci);
input [31:0] a, b;
output [31:0] res;
input ci;
output co;
wire [30:0] ww;
Add FA0(res[0], ww[0], a[0], b[0], ci),
			FA1(res[1], ww[1], a[1], b[1], ww[0]),
				FA2(res[2], ww[2], a[2], b[2], ww[1]),
					FA3(res[3], ww[3], a[3], b[3], ww[2]),
					FA4(res[4], ww[4], a[4], b[4], ww[3]),
					FA5(res[5], ww[5], a[5], b[5], ww[4]),
					FA6(res[6], ww[6], a[6], b[6], ww[5]),
					FA7(res[7], ww[7], a[7], b[7], ww[6]),
					FA8(res[8], ww[8], a[8], b[8], ww[7]),
					FA9(res[9], ww[9], a[9], b[9], ww[8]),
					FA10(res[10], ww[10], a[10], b[10], ww[9]),
					FA11(res[11], ww[11], a[11], b[11], ww[10]),
					FA12(res[12], ww[12], a[12], b[12], ww[11]),
					FA13(res[13], ww[13], a[13], b[13], ww[12]),
					FA14(res[14], ww[14], a[14], b[14], ww[13]),
					FA15(res[15], ww[15], a[15], b[15], ww[14]),
					FA16(res[16], ww[16], a[16], b[16], ww[15]),
					FA17(res[17], ww[17], a[17], b[17], ww[16]),
					FA18(res[18], ww[18], a[18], b[18], ww[17]),
					FA19(res[19], ww[19], a[19], b[19], ww[18]),
					FA20(res[20], ww[20], a[20], b[20], ww[19]),
					FA21(res[21], ww[21], a[21], b[21], ww[20]),
					FA22(res[22], ww[22], a[22], b[22], ww[21]),
					FA23(res[23], ww[23], a[23], b[23], ww[22]),
					FA24(res[24], ww[24], a[24], b[24], ww[23]),
					FA25(res[25], ww[25], a[25], b[25], ww[24]),
					FA26(res[26], ww[26], a[26], b[26], ww[25]),
					FA27(res[27], ww[27], a[27], b[27], ww[26]),
					FA28(res[28], ww[28], a[28], b[28], ww[27]),
					FA29(res[29], ww[29], a[29], b[29], ww[28]),
					FA30(res[30], ww[30], a[30], b[30], ww[29]),
					FA31(res[31], co, a[31], b[31], ww[30]);
endmodule
module And_32(result, input1, input2);
input [31:0] input1,input2;
output [31:0] result;
and and0(result[0],input1[0],input2[0]);
and and1(result[1],input1[1],input2[1]);
and and2(result[2],input1[2],input2[2]);
and and3(result[3],input1[3],input2[3]);
and and4(result[4],input1[4],input2[4]);
and and5(result[5],input1[5],input2[5]);
and and6(result[6],input1[6],input2[6]);
and and7(result[7],input1[7],input2[7]);
and and8(result[8],input1[8],input2[8]);
and and9(result[9],input1[9],input2[9]);
and and10(result[10],input1[10],input2[10]);
and and11(result[11],input1[11],input2[11]);
and and12(result[12],input1[12],input2[12]);
and and13(result[13],input1[13],input2[13]);
and and14(result[14],input1[14],input2[14]);
and and15(result[15],input1[15],input2[15]);
and and16(result[16],input1[16],input2[16]);
and and17(result[17],input1[17],input2[17]);
and and18(result[18],input1[18],input2[18]);
and and19(result[19],input1[19],input2[19]);
and and20(result[20],input1[20],input2[20]);
and and21(result[21],input1[21],input2[21]);
and and22(result[22],input1[22],input2[22]);
and and23(result[23],input1[23],input2[23]);
and and24(result[24],input1[24],input2[24]);
and and25(result[25],input1[25],input2[25]);
and and26(result[26],input1[26],input2[26]);
and and27(result[27],input1[27],input2[27]);
and and28(result[28],input1[28],input2[28]);
and and29(result[29],input1[29],input2[29]);
and and30(result[30],input1[30],input2[30]);
and and31(result[31],input1[31],input2[31]);
endmodule
module Mux2(result,input1,input2,select);
input input1,input2,select;
output result;
wire select_not, for_select_input1, for_select_input2;
not s1(select_not,select);
and o2(for_select_input2,select,input2);
and o1(for_select_input1,select_not,input1);
or res(result,for_select_input1,for_select_input2);
endmodule
module Mux4(result, select, input0,input1,input2,input3 );
input input0,input1,input2,input3;
input [1:0] select;
output result;
wire for_mux1, for_mux2;
Mux2 r1(for_mux1,input0,input1,select[0]);
Mux2 r2(for_mux2,input2,input3,select[0]);
Mux2 res(result,for_mux1,for_mux2,select[1]);
endmodule
module Mux8(result,select,input0,input1,input2,input3,input4);
input input0,input1,input2,input3,input4;
input [2:0] select;
output result;
wire for_mux1,for_mux2;
Mux4 r1(for_mux1, select[1:0], input0, input1, input2, input3);
Mux2 res(result,for_mux1,input4,select[2]);
endmodule
module Or_32(result,input1,input2);
input [31:0] input1,input2;
output [31:0] result;
or or0(result[0],input1[0],input2[0]);
or or1(result[1],input1[1],input2[1]);
or or2(result[2],input1[2],input2[2]);
or or3(result[3],input1[3],input2[3]);
or or4(result[4],input1[4],input2[4]);
or or5(result[5],input1[5],input2[5]);
or or6(result[6],input1[6],input2[6]);
or or7(result[7],input1[7],input2[7]);
or or8(result[8],input1[8],input2[8]);
or or9(result[9],input1[9],input2[9]);
or or10(result[10],input1[10],input2[10]);
or or11(result[11],input1[11],input2[11]);
or or12(result[12],input1[12],input2[12]);
or or13(result[13],input1[13],input2[13]);
or or14(result[14],input1[14],input2[14]);
or or15(result[15],input1[15],input2[15]);
or or16(result[16],input1[16],input2[16]);
or or17(result[17],input1[17],input2[17]);
or or18(result[18],input1[18],input2[18]);
or or19(result[19],input1[19],input2[19]);
or or20(result[20],input1[20],input2[20]);
or or21(result[21],input1[21],input2[21]);
or or22(result[22],input1[22],input2[22]);
or or23(result[23],input1[23],input2[23]);
or or24(result[24],input1[24],input2[24]);
or or25(result[25],input1[25],input2[25]);
or or26(result[26],input1[26],input2[26]);
or or27(result[27],input1[27],input2[27]);
or or28(result[28],input1[28],input2[28]);
or or29(result[29],input1[29],input2[29]);
or or30(result[30],input1[30],input2[30]);
or or31(result[31],input1[31],input2[31]);
endmodule
module Sub(dif,carry_out,input1,input2);
input [31:0] input1,input2;
output carry_out;
output [31:0] dif;
wire [31:0] not_for_input2;
not not0(not_for_input2[0],input2[0]);
not not1(not_for_input2[1],input2[1]);
not not2(not_for_input2[2],input2[2]);
not not3(not_for_input2[3],input2[3]);
not not4(not_for_input2[4],input2[4]);
not not5(not_for_input2[5],input2[5]);
not not6(not_for_input2[6],input2[6]);
not not7(not_for_input2[7],input2[7]);
not not8(not_for_input2[8],input2[8]);
not not9(not_for_input2[9],input2[9]);
not not10(not_for_input2[10],input2[10]);
not not11(not_for_input2[11],input2[11]);
not not12(not_for_input2[12],input2[12]);
not not13(not_for_input2[13],input2[13]);
not not14(not_for_input2[14],input2[14]);
not not15(not_for_input2[15],input2[15]);
not not16(not_for_input2[16],input2[16]);
not not17(not_for_input2[17],input2[17]);
not not18(not_for_input2[18],input2[18]);
not not19(not_for_input2[19],input2[19]);
not not20(not_for_input2[20],input2[20]);
not not21(not_for_input2[21],input2[21]);
not not22(not_for_input2[22],input2[22]);
not not23(not_for_input2[23],input2[23]);
not not24(not_for_input2[24],input2[24]);
not not25(not_for_input2[25],input2[25]);
not not26(not_for_input2[26],input2[26]);
not not27(not_for_input2[27],input2[27]);
not not28(not_for_input2[28],input2[28]);
not not29(not_for_input2[29],input2[29]);
not not30(not_for_input2[30],input2[30]);
not not31(not_for_input2[31],input2[31]);
Add32 subs(dif,carry_out,input1,not_for_input2,1);
endmodule
module Xor_32(result,input1,input2);
input [31:0] input1,input2;
output [31:0] result;
xor xor0(result[0],input1[0],input2[0]);
xor xor1(result[1],input1[1],input2[1]);
xor xor2(result[2],input1[2],input2[2]);
xor xor3(result[3],input1[3],input2[3]);
xor xor4(result[4],input1[4],input2[4]);
xor xor5(result[5],input1[5],input2[5]);
xor xor6(result[6],input1[6],input2[6]);
xor xor7(result[7],input1[7],input2[7]);
xor xor8(result[8],input1[8],input2[8]);
xor xor9(result[9],input1[9],input2[9]);
xor xor10(result[10],input1[10],input2[10]);
xor xor11(result[11],input1[11],input2[11]);
xor xor12(result[12],input1[12],input2[12]);
xor xor13(result[13],input1[13],input2[13]);
xor xor14(result[14],input1[14],input2[14]);
xor xor15(result[15],input1[15],input2[15]);
xor xor16(result[16],input1[16],input2[16]);
xor xor17(result[17],input1[17],input2[17]);
xor xor18(result[18],input1[18],input2[18]);
xor xor19(result[19],input1[19],input2[19]);
xor xor20(result[20],input1[20],input2[20]);
xor xor21(result[21],input1[21],input2[21]);
xor xor22(result[22],input1[22],input2[22]);
xor xor23(result[23],input1[23],input2[23]);
xor xor24(result[24],input1[24],input2[24]);
xor xor25(result[25],input1[25],input2[25]);
xor xor26(result[26],input1[26],input2[26]);
xor xor27(result[27],input1[27],input2[27]);
xor xor28(result[28],input1[28],input2[28]);
xor xor29(result[29],input1[29],input2[29]);
xor xor30(result[30],input1[30],input2[30]);
xor xor31(result[31],input1[31],input2[31]);
endmodule
module lui_32(out, in);
output [31:0] out;
input [31:0] in;
buf se0(out[15],1'b0),
			 se1(out[16],in[1]),
			 se2(out[17],in[2]),
			 se3(out[18],in[3]),
			 se4(out[19],in[4]),
			 se5(out[20],in[5]),
			 se6(out[21],in[6]),
			 se7(out[22],in[7]),
			 se8(out[23],in[8]),
			 se9(out[24],in[9]),
			 se10(out[25],in[10]),
			 se11(out[26],in[11]),
			 se12(out[27],in[12]),
			 se13(out[28],in[13]),
			 se14(out[29],in[14]),			 
			 se15(out[30],in[15]),
			 se16(out[31],in[15]),
			 se17(out[0],1'b0),
			 se18(out[1],1'b0),
			 se19(out[2],1'b0),
			 se20(out[3],1'b0),
			 se21(out[4],1'b0),
			 se22(out[5],1'b0),
			 se23(out[6],1'b0),
			 se24(out[7],1'b0),
			 se25(out[8],1'b0),
			 se26(out[9],1'b0),
			 se27(out[10],1'b0),
			 se28(out[11],1'b0),
			 se29(out[12],1'b0),
			 se30(out[13],1'b0),
			 se31(out[14],1'b0);
endmodule 
module mux5_32bit(result,select,forAnd,forOr,forXor,forAdd,forSub);
input [31:0] forAnd,forOr,forXor,forAdd,forSub;
input [3:0] select;
output [31:0] result;
Mux8 res0(result[0],select,forAnd[0],forOr[0],forAdd[0],forXor[0],forSub[0]);
Mux8 res1(result[1],select,forAnd[1],forOr[1],forAdd[1],forXor[1],forSub[1]);
Mux8 res2(result[2],select,forAnd[2],forOr[2],forAdd[2],forXor[2],forSub[2]);
Mux8 res3(result[3],select,forAnd[3],forOr[3],forAdd[3],forXor[3],forSub[3]);
Mux8 res4(result[4],select,forAnd[4],forOr[4],forAdd[4],forXor[4],forSub[4]);
Mux8 res5(result[5],select,forAnd[5],forOr[5],forAdd[5],forXor[5],forSub[5]);
Mux8 res6(result[6],select,forAnd[6],forOr[6],forAdd[6],forXor[6],forSub[6]);
Mux8 res7(result[7],select,forAnd[7],forOr[7],forAdd[7],forXor[7],forSub[7]);
Mux8 res8(result[8],select,forAnd[8],forOr[8],forAdd[8],forXor[8],forSub[8]);
Mux8 res9(result[9],select,forAnd[9],forOr[9],forAdd[9],forXor[9],forSub[9]);
Mux8 res10(result[10],select,forAnd[10],forOr[10],forAdd[10],forXor[10],forSub[10]);
Mux8 res11(result[11],select,forAnd[11],forOr[11],forAdd[11],forXor[11],forSub[11]);
Mux8 res12(result[12],select,forAnd[12],forOr[12],forAdd[12],forXor[12],forSub[12]);
Mux8 res13(result[13],select,forAnd[13],forOr[13],forAdd[13],forXor[13],forSub[13]);
Mux8 res14(result[14],select,forAnd[14],forOr[14],forAdd[14],forXor[14],forSub[14]);
Mux8 res15(result[15],select,forAnd[15],forOr[15],forAdd[15],forXor[15],forSub[15]);
Mux8 res16(result[16],select,forAnd[16],forOr[16],forAdd[16],forXor[16],forSub[16]);
Mux8 res17(result[17],select,forAnd[17],forOr[17],forAdd[17],forXor[17],forSub[17]);
Mux8 res18(result[18],select,forAnd[18],forOr[18],forAdd[18],forXor[18],forSub[18]);
Mux8 res19(result[19],select,forAnd[19],forOr[19],forAdd[19],forXor[19],forSub[19]);
Mux8 res20(result[20],select,forAnd[20],forOr[20],forAdd[20],forXor[20],forSub[20]);
Mux8 res21(result[21],select,forAnd[21],forOr[21],forAdd[21],forXor[21],forSub[21]);
Mux8 res22(result[22],select,forAnd[22],forOr[22],forAdd[22],forXor[22],forSub[22]);
Mux8 res23(result[23],select,forAnd[23],forOr[23],forAdd[23],forXor[23],forSub[23]);
Mux8 res24(result[24],select,forAnd[24],forOr[24],forAdd[24],forXor[24],forSub[24]);
Mux8 res25(result[25],select,forAnd[25],forOr[25],forAdd[25],forXor[25],forSub[25]);
Mux8 res26(result[26],select,forAnd[26],forOr[26],forAdd[26],forXor[26],forSub[26]);
Mux8 res27(result[27],select,forAnd[27],forOr[27],forAdd[27],forXor[27],forSub[27]);
Mux8 res28(result[28],select,forAnd[28],forOr[28],forAdd[28],forXor[28],forSub[28]);
Mux8 res29(result[29],select,forAnd[29],forOr[29],forAdd[29],forXor[29],forSub[29]);
Mux8 res30(result[30],select,forAnd[30],forOr[30],forAdd[30],forXor[30],forSub[30]);
Mux8 res31(result[31],select,forAnd[31],forOr[31],forAdd[31],forXor[31],forSub[31]);
endmodule
module mux_2_1_32bit
(
	output reg [31:0] out,
	input select,
	input [31:0] in1,
	input [31:0] in2
);
always @ (in1 or in2 or select) begin
if (select == 1'b0)
	out = in1;
else	
	out = in2;
end
endmodule
</file>
<file path="/design/flow/config.mk">
export PLATFORM = sky130hd
export DESIGN_NAME = ALU
export DESIGN_NICKNAME = ALU
export VERILOG_FILES = /design/flow/design.v
export SDC_FILE = /design/flow/constraint.sdc
export NUM_CORES = 4
export LEC_CHECK = 1
export CORE_UTILIZATION = 40
</file>
<file path="/design/flow/constraint.sdc">
current_design ALU

set clk_period 30.2
set clk_io_pct 0.2

create_clock -name clk0 -period $clk_period

set non_clock_inputs [all_inputs -no_clocks]
set_input_delay [expr $clk_period * $clk_io_pct] -clock clk0 $non_clock_inputs
set_output_delay [expr $clk_period * $clk_io_pct] -clock clk0 [all_outputs]
</file>
<file path="/design/flow/run.sh">
#!/bin/bash
# OpenROAD 26Q1-2900-gdf79404cd8, Yosys 0.63+post, stock flow scripts
make -C /OpenROAD-flow-scripts/flow DESIGN_CONFIG=/design/flow/config.mk WORK_HOME=/design/flow/orfs finish
</file>
==> metrics.cfg <==
[logic_synthesis]
synth_area_um2=3920
yosysSeqAreaShare=0
avgSynthCellArea_um2=9.41
synth_cell_types=25
ys_cells=416
yosys.stat.chipArea_um2=3920
netlist_instances=416
yosysWarnings=36

[final_timing]
hold_viol_final=0
timing.final.crit_share=0.777
finalSetupViolCount=0
tightest_slew_ns=0.658
slew_headroom=0.561
rsz0062_at_grt=false
setup_slack_ns=6.74
final.min_clock_period_ns=23.46
finalSetupTns_ns=0
finalMaxSlewViolations=0
fmax_mhz=42.6

[worst_hold_path]
holdCritPathClass=input pin to primary output
worst_hold_path.num_cells=4
worstHoldEndpoint=Result[22]
min-delay-start=instr[7]

[power_and_ir_drop]
p_comb_frac=1.000
p_int_mw=0.0455
p_per_area_nw_per_um2=15.1
p_sw_mw=0.0324
p_leak_nw=2.48
irDropWorstVdd_v=0.00000919
pwr-share-clk=0
sw_frac_of_total=0.416
pwr-share-seq=0
p_total_mw=0.0779

[place]
dp_worst_setup_slack_ns=6.60
port_buffers=117
placed_cell_area_um2=5140
gp_congestion=0.802
dp_hpwl_um=6800

[cells_and_area]
stdcell_area_um2=5140
syn2layout_area_growth_pct=31.4
ff_count=0
drive_above_1_share=0.0869
flop_area_um2=0
post-route-util=0.549
nClkBuffers=0

[die]
io_pins=137
die_w_um=101
die-height_um=101
rows=35
core_area_um2=9370
fp_util=0.418
chip_area_um2=10200

[cts]
cts_resized=0
postCtsSetupBuffers=0
postCtsHoldBufs=0

[global_route]
grt_pass1_vias=3178
grt_util_all_layers=0.186
antenna_found_initial=0
grt_start_max_net_pins=47
overflow=0
grt_pass1_wl_um=14300

[critical_path]
critPathMaxStageDelay_ns=0.52
slowest_stage=clkdlybuf4s50_1
cp_common_cell=fa_1
cp_max_fo=3
start_kind=input pin
arrival_ns=17.42
required_ns=24.16
path_class=input pin to primary output
cp-end-kind=primary output

[detailed_routing]
wl_um=8330
drtPass1Iterations=4
vias_per_cell=4.67
drc=0
antenna_left=0
drtIter0Drc=38
routedWlPerCell_um=12.9
dr_total_vias=3023
diodes=0

[run_status]
outcome=finished clean

[run]
warning_count=85
cap_violations=0

-- worst max-delay path, delay by kind of cell --
family	cells	cell delay [ns]
mux	1	0.43
fa+ha+maj	32	9.48
buf+inv	6	1.16
compound gates	1	0.31
-- cell usage after synthesis --
library cell	number	area, um2
nor2b_1	4	25.0
buf_6	3	33.8
o31ai_1	6	45.0
nand2_1	24	90.1
or2_2	8	50.1
o21bai_1	1	7.51
a221o_1	1	10.0
a21oi_1	26	130
a21o_1	5	37.5
nand2b_1	2	12.5
and2_1	1	6.26
buf_2	6	30.0
mux4_2	22	495
o31a_1	3	26.3
mux4_1	2	52.6
inv_1	126	473
a211oi_1	1	7.51
fa_1	62	1240
clkbuf_1	9	33.8
nor2_1	3	11.3
ha_1	65	813
o21a_1	15	113
o21ai_0	12	60.1
buf_12	1	20.0
mux2_2	8	90.1
-- worst max-delay path by stage --
| stage | slack [ns] | to | start |
|---|---|---|---|
| CTS | 6.58 | Result[31] | input2[0] |
| global route | 6.21 | Result[31] | input2[0] |
| finish | 6.74 | Result[31] | input2[0] |
-- through the flow --
step	hold slack (ns)	instances
2_1_floorplan	12.14	416
6_report	12.98	647
3_5_place_dp	12.99	647
5_1_grt	13.04	647
4_1_cts	12.99	647
3_3_place_gp	12.99	647
-- power groups by stage --
stage	sequential, mW	combinational, mW	clock [mW]
finish	0	0.0779	0
CTS	0	0.0800	0
global route	0	0.0905	0
-- placed cells by master (no fill, tap or decap) --
| cell | count |
|---|---|
| a21o_1 | 5 |
| o21ai_0 | 12 |
| o21a_1 | 15 |
| clkdlybuf4s50_1 | 114 |
| fa_1 | 62 |
| a221o_1 | 1 |
| buf_4 | 4 |
| mux4_1 | 2 |
| mux4_2 | 22 |
| or2_2 | 8 |
| nand2_1 | 24 |
| nor2b_1 | 4 |
| mux2_2 | 8 |
| ha_1 | 65 |
| o31ai_1 | 6 |
| o21bai_1 | 1 |
| buf_2 | 3 |
| inv_1 | 126 |
| nor2_1 | 3 |
| a21oi_1 | 26 |
| nand2b_1 | 2 |
| a211oi_1 | 1 |
| and2_1 | 1 |
| o31a_1 | 3 |
-- cell type report --
class	count	area, um2
fillers	858	4230
inverters	126	473
well taps	129	161
multi-input cells	271	3320
repair buffers	121	1190
-- per-layer routing --
| layer | track usage | up-vias | part of all wire |
|---|---|---|---|
| li1 | - | 1509 | - |
| met1 | 0.270 | 1412 | 0.44 |
| met2 | 0.317 | 100 | 0.47 |
| met3 | 0.0437 | 2 | 0.080 |
| met4 | 0.00334 | 0 | 0.0018 |
| met5 | 0 | - | 0 |
-- logic make-up after synthesis --
family | after synthesis | share of synthesized area
AND-OR/OR-AND | 70 | 0.112
adder cells (fa/ha/maj) | 127 | 0.525
buffers and inverters | 145 | 0.151
multiplexers | 32 | 0.163
AND/OR/NAND/NOR | 42 | 0.0499
Power is estimated from default activity; no workload was simulated.
